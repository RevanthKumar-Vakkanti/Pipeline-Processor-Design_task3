==> ./design.v <==
`timescale 1ns / 1ps
module pipelined_processor (
    input  clk,           
    input  rst,           
    input  [7:0] instr,   
    output reg [7:0] res   
);
    reg [7:0] IF_ID_instr;     
    reg [2:0] ID_EX_op1, ID_EX_op2;   
    reg [1:0] ID_EX_opcode;    
    reg [7:0] EX_WB_result;    
    parameter ADD  = 2'b00;   
    parameter SUB  = 2'b01;   
    parameter LOAD = 2'b10;   
    always @(posedge clk or posedge rst) begin
        if (rst) begin
            IF_ID_instr <= 8'b0;   
        end else begin
            IF_ID_instr <= instr;  
        end
    end
    always @(posedge clk or posedge rst) begin
        if (rst) begin
            ID_EX_op1 <= 3'b0;     
            ID_EX_op2 <= 3'b0;     
            ID_EX_opcode <= 2'b0;  
        end else begin
            ID_EX_opcode <= IF_ID_instr[7:6];  
            ID_EX_op1 <= IF_ID_instr[5:3];    
            ID_EX_op2 <= IF_ID_instr[2:0];    
        end
    end
    always @(posedge clk or posedge rst) begin
        if (rst) begin
            EX_WB_result <= 8'b0;  
        end else begin
            case (ID_EX_opcode)
                ADD:  EX_WB_result <= ID_EX_op1 + ID_EX_op2;  
                SUB:  EX_WB_result <= ID_EX_op1 - ID_EX_op2;  
                LOAD: EX_WB_result <= {5'b0, ID_EX_op2};  
                default: EX_WB_result <= 8'b0;  
            endcase
        end
    end
    always @(posedge clk or posedge rst) begin
        if (rst) begin
            res <= 8'b0;  
        end else begin
            res <= EX_WB_result;  
        end
    end
endmodule
==> ./run.sh <==
#!/bin/bash
# OpenROAD 26Q1-2900-gdf79404cd8, Yosys 0.63+post, stock flow scripts
make -C /OpenROAD-flow-scripts/flow DESIGN_CONFIG=/design/flow/config.mk WORK_HOME=/design/flow/orfs finish
==> ./config.mk <==
export PLATFORM = sky130hd
export DESIGN_NAME = pipelined_processor
export DESIGN_NICKNAME = pipelined_processor
export VERILOG_FILES = /design/flow/design.v
export SDC_FILE = /design/flow/constraint.sdc
export NUM_CORES = 4
export LEC_CHECK = 1
export CORE_AREA = 10 10 86 86
export DIE_AREA = 0 0 96 96
==> ./constraint.sdc <==
current_design pipelined_processor

set clk_period 2.9
set clk_io_pct 0.2

create_clock -name clk0 -period $clk_period [get_ports {clk}]

set non_clock_inputs [all_inputs -no_clocks]
set_input_delay [expr $clk_period * $clk_io_pct] -clock clk0 $non_clock_inputs
set_output_delay [expr $clk_period * $clk_io_pct] -clock clk0 [all_outputs]
==> reports/metrics.yaml <==
status: "completed"
cts_max_level: 1
crit_required_ns: 2.32
yosysChipArea_um2: 942
hold_viol: 0
slew_viol_final: 0
crit_family: "buffers and inverters"
place_hpwl_um: 983
fin_crit_ns: 1.70
clkSinkCount: 26
cts_hold_buf: 0
pwr-share-seq_pct: 53.1
clockBufferDepth: 2
tightest_slew_ns: 0.312
met3_usage_pct: 2.04
core_um2: 5540
path_cells: "clkdlybuf4s50_1"
r2r-end: "EX_WB_result[2]$_DFF_PP0_"
synth_top_cell_by_area: "dfrtp_1"
die-area_um2: 9220
port_buffers: 17
powerDensity_nw_per_um2: 602
reg2reg_from: "ID_EX_op2[0]$_DFF_PP0_"
grt_max_degree: 27
hold_start: "EX_WB_result[6]$_DFF_PP0_"
total_power_mw: 0.752
rr_worst_depth: 6
cts_setup_buffers: 0
grt_pass1_wl_um: 2370
ctsRootBufferMaster: "clkbuf_8"
grt.total_usage_pct: 3.14
relSlewSlack_pct: 79.2
min_to: "res[6]$_DFF_PP0_"
cpMaxStageDelayCell: "clkdlybuf4s50_1"
yosysTopAreaCellShare_pct: 69.1
area_delta_synth_final_pct: 32.4
fp.dieW_um: 96
drt_iter0_markers: 33
tool_warnings: 28
netlist_instances: 64
clockPowerShare_pct: 37.9
cp-end-kind: "output port"
ys_seq_elements: 26
wl_um: 1300
antenna_found_initial: 0
met2_usage_pct: 4.71
cts_tree: "done"
post-route-cell-area_um2: 1250
rsz0062_at_grt: "false"
via_count: 474
cp_num_buf_inv: 1
grt_pass1_vias: 546
synth_seq_share_pct: 69.1
vias_per_cell: 3.10
cpPeakStageDelay_ns: 0.48
setup_tns_ns: 0
clk_latency_ns: 0.26
placed_area_um2: 1180
post_cts_resized: 0
p_sw_share_pct: 18.5
crit_fanout: 4
synth_cell_type_count: 19
row_count: 27
cp.arrival_ns: 1.12
crit_type: "reg2out"
hold_depth: 0
finalCritPeriodShare_pct: 58.7
ys_cells: 64
initCoreUtil_pct: 17.0
top_cells_by_area: "dfrtp_1 (69%), ha_1 (8.0%), fa_1 (4.2%), buf_4 (3.2%), inv_1 (2.8%)"
maxCapViolCount: 0
p_int_mw: 0.613
fillers: 583
grt_overflow: 0
comb_area_um2: 231
ir_drop_v: 0.000302
detail_route.wl_per_cell_um: 8.51
place.gp.congestion: 0.725
max_clock_freq_ghz: 0.587
fin_skew_ns: 0.00173
p_leak_nw: 0.548
die-height_um: 96
top_usage_layer: "met2"
drc_errors: 0
synth_area_per_cell_um2: 14.7
setup_viol: 0
p_comb_share_pct: 8.9
drt-pass1-iter-count: 4
rrSetupSlack_ns: 1.36
numCtsBuffers: 3
antennaDiodeCount: 0
ys_warn_count: 1
flop_area_um2: 651
drive_above_1_share_pct: 7.41
top_level_ports: 18
syn_area_um2: 942
hp-class: "reg2reg"
ant_nets: 0
clkTransAtPathRegs_ns: 0.08
switching_power_mw: 0.139
start_kind: "flop"
grt_use_met1_pct: 3.93
[worst reg2reg max path: cells and delay by family, from the launching register on]
family	cells	cell delay [ns]
XOR/XNOR	1	0.16
AND-OR/OR-AND	1	0.08
multiplexers	1	0.17
flip-flops	1	0.38
buffers and inverters	1	0.07
adder cells (fa/ha/maj)	2	0.56
[metrics by stage]
stage	setup slack [ns]	hold WS (ns)	utilization, %	cells
3_3_place_gp	1.40	0.334	21.2	149
3_5_place_dp	1.35	0.335	21.2	149
6_report	1.20	0.352	22.5	153
4_1_cts	1.17	0.354	22.5	153
2_1_floorplan	1.44	0.331	-	64
5_1_grt	1.13	0.358	22.5	153
[final cells by class]
type / instances / area share (%)
Clock inverter: 1 / 2.41
Inverter: 7 / 2.11
Clock buffer: 3 / 3.31
Sequential cell: 26 / 52.2
Tap cell: 72 / 7.22
Timing Repair Buffer: 18 / 14.2
Multi-Input combinational cell: 26 / 18.6
[cells by family (layout without fill, tap and decap cells)]
family / Yosys count / after routing / share of synthesized area, %
flops: 26 / 26 / 69.1
buf+inv: 12 / 29 / 6.37
fa+ha+maj: 8 / 8 / 12.2
compound gates: 8 / 8 / 5.71
simple gates: 8 / 8 / 4.65
xor+xnor: 1 / 1 / 0.930
mux: 1 / 1 / 1.06
[state kept, by name (all words and copies together), names as in the netlist]
register / cells
EX_WB_result: 5
ID_EX_op1: 3
ID_EX_op2: 3
ID_EX_opcode: 2
IF_ID_instr: 8
res: 5
[metal layers]
metal	part of all wire, %	vias up
li1	-	234
met1	47	217
met2	37	21
met3	16	2
met4	0.38	0
met5	0	-
[synth_stat cells]
| cell type | n |
|---|---|
| nand2_1 | 2 |
| a21oi_1 | 2 |
| o21ai_0 | 2 |
| nor2_1 | 2 |
| o21ai_1 | 1 |
| clkbuf_1 | 1 |
| buf_4 | 4 |
| nand3b_1 | 2 |
| dfrtp_1 | 26 |
| fa_1 | 2 |
| mux2i_1 | 1 |
| inv_1 | 7 |
| a211oi_1 | 1 |
| o22ai_1 | 1 |
| nor3b_1 | 1 |
| a2111oi_2 | 1 |
| xor2_1 | 1 |
| ha_1 | 6 |
| nor2b_1 | 1 |
[cells in the final DEF, fill, tap and decap left out, drive strengths merged]
cell type / instances
dfrtp: 26
clkdlybuf4s50: 17
inv: 7
ha: 6
clkbuf: 3
o21ai: 3
nand3b: 2
nand2: 2
a21oi: 2
nor2: 2
fa: 2
nor3b: 1
mux2i: 1
xor2: 1
o22ai: 1
nor2b: 1
a2111oi: 1
a211oi: 1
bufinv: 1
buf: 1
[worst max path at each step]
stage,start,end,slack [ns],cells after the start
after CTS,res[6]$_DFF_PP0_,res[5],1.17,1
after global routing,res[6]$_DFF_PP0_,res[7],1.13,1
final,res[6]$_DFF_PP0_,res[5],1.20,1
[power by group through the flow]
| stage | Clock [mW] | Sequential [mW] | Combinational [mW] |
|---|---|---|---|
| final | 0.285 | 0.399 | 0.0673 |
| after global routing | 0.312 | 0.403 | 0.0770 |
| after CTS | 0.295 | 0.399 | 0.0690 |
Power is estimated from default activity; no workload was simulated.
